## ./run.sh

```bash
#!/bin/bash
# OpenROAD 26Q1-2900-gdf79404cd8, Yosys 0.63+post, stock flow scripts
make -C /OpenROAD-flow-scripts/flow DESIGN_CONFIG=/design/flow/config.mk WORK_HOME=/design/flow/orfs finish
```

## ./config.mk

```make
export PLATFORM = sky130hd
export DESIGN_NAME = datapath
export DESIGN_NICKNAME = datapath
export VERILOG_FILES = /design/flow/design.v
export SDC_FILE = /design/flow/constraint.sdc
export NUM_CORES = 4
export LEC_CHECK = 1
export CORE_UTILIZATION = 30
```

## ./constraint.sdc

```tcl
current_design datapath

set clk_period 23.2
set clk_io_pct 0.2

create_clock -name clk0 -period $clk_period

set non_clock_inputs [all_inputs -no_clocks]
set_input_delay [expr $clk_period * $clk_io_pct] -clock clk0 $non_clock_inputs
set_output_delay [expr $clk_period * $clk_io_pct] -clock clk0 [all_outputs]
```

## ./design.v

```verilog
package amba_axi4_lite_types_pkg;
    typedef enum logic [1:0] {
        AXI4_RESP_L_OKAY,
        AXI4_RESP_L_EXOKAY,  
        AXI4_RESP_L_SLVERR,
        AXI4_RESP_L_DECERR
    } axi4_resp_el;
    typedef enum bit [1:0] {
        AXI4_RESP_B_OKAY,
        AXI4_RESP_B_EXOKAY,  
        AXI4_RESP_B_SLVERR,
        AXI4_RESP_B_DECERR
    } axi4_resp_eb;
    typedef struct packed {
        logic instruction;
        logic non_secure;
        logic privileged;
    } axi4_prot_typel;	
    typedef struct packed {
        bit instruction;
        bit non_secure;
        bit privileged;
    } axi4_prot_typeb;
endpackage
module datapath (
	input logic [31:0] i_busa,
	input logic [31:0] i_busb,
  input logic i_op,
	output logic [31:0] o_busr
);
  always_comb begin
    o_busr = (i_op) ? (i_busa + i_busb) : (i_busa - i_busb);
  end
endmodule
```

==> job_summary.md <==
### Metrics collected by this job

| Metric | Value |
|---|---|
| Run status | `completed` |
| Via density per instance | `5.11` |
| Die height | `89.1 um` |
| Most frequent cells in the layout | `clkdlybuf4s50_1 (97), xor2_1 (42), a21oi_1 (41)` |
| Final worst slack | `8.97 ns` |
| HP Class | `input pin to primary output` |
| Input/output buffers | `97` |
| Slew Limit Fails | `0` |
| Largest net degree at the start of global routing | `32` |
| Initial antenna violation count | `0` |
| 1st-iter DRT viols | `approximately 68` |
| Share of cells above drive strength 1 | `0.0119` |
| Mapped Cells | `327` |
| Total tool warning count | `39` |
| PD cells | `approximately 36 nW/um^2` |
| Worst Tran Pin Value | `between 0.8 and 0.9 ns` |
| Fmax | `around 70 MHz` |
| Overall routing resource usage | `0.177` |
| Final Hold Viols | `0` |
| Vias | `2654` |
| Setup TNS Final | `0 ns` |
| Routed len/inst | `between 10 and 15 um` |
| Clkbuf count | `0` |
| Crit-path leading delay family | `AND-OR/OR-AND gates` |
| Area grow syn2layout | `47.7%` |
| Hold EP | `o_busr[0]` |
| Worst Path Required | `18.56 ns` |
| Syn avg cell area | `6.96 um^2` |
| Crit start category | `input pin` |
| Most common cell on crit path | `a21oi_1` |
| Post-route ant nets | `0` |
| GPL Wtd Cong | `approximately 0.9` |
| Total grt overflow | `0` |
| Crit path buf inv count | `2` |
| Final min period | `14.23 ns` |
| P_leak | `1.41 nW` |
| # diodes | `0` |
| Core Box Area | `7290 um^2` |
| RSZ-0062 raised after global routing | `false` |
| Total die size | `7940 um^2` |
| WHS Path Cells | `3` |
| Final tally of setup violations | `0` |
| Hold Buf Count CTS | `0` |
| Sequential cell count | `0` |
| Max_cap viols | `0` |
| Synth unique cells | `46` |
| Initial Utilization | `0.312` |
| Max-slew headroom | `0.437` |
| Post-CTS sizing | `0` |
| Final period util | `0.613` |
| Die width | `slightly below 90 um` |
| Placement Setup Slack | `9.01 ns` |
| FP Rows | `31` |
| Crit-path cells | `clkdlybuf4s50_1 > or4_1 > nor3_1 > and2_1 > a21oi_1 > xor2_1 > ha_1 > a21oi_1 > o21ai_0 > a2111oi_0 > a21oi_1 > a221o_1 > and4_1 > a211oi_1 > clkdlybuf4s50_1` |
| Vias in the first global route | `approximately 2500` |
| Crit path max fanout | `7` |
| Commonest Layout Cell | `clkdlybuf4s50_1` |
| DRC | `0` |
| Hold Crit Start | `i_busa[0]` |
| # Cells Yosys | `327` |
| Register area | `0 um^2` |
| Wire length of the first global-routing pass | `11000 um` |
| Yosys synthesis chip area | `2280 um^2` |
| Synth warn | `1` |
| Initial DRT Pass Iterations | `4` |
| Slowest-stage cell, CP | `a2111oi_0` |
| Setup bufs post-CTS | `0` |
| Mapped Area | `2280 um^2` |
| Filler Cells Inserted | `759` |
| Top Ports | `97` |
| CP peak stage delay | `0.77 ns` |
| Arrival @ worst endpoint | `9.59 ns` |
| Sequential cell area fraction in the yosys report | `0` |
| Worst VDD drop | `0.0199 mV` |
| Post-DP HPWL | `roughly 6100 um` |
| Setup Crit Path Kind | `input pin to primary output` |
| Worst setup EP type | `primary output` |
| Routed wire length | `7020 um` |
==> cell type report <==
type               instances  area, um^2  share of cell area
well taps                 99         124              0.0368
multi-input cells        310        2210               0.658
repair buffers            99         986               0.293
inverters                 11        41.3              0.0123
==> cell usage after synthesis, drive strengths merged (6+ instances only) <==
cell type | number | share of area
xor2 | 42 | 0.16
a21oi | 41 | 0.090
ha | 39 | 0.21
nor2 | 31 | 0.051
nand2 | 21 | 0.035
xnor2 | 17 | 0.065
nor3 | 14 | 0.031
o21ai | 12 | 0.026
inv | 11 | 0.018
a21o | 8 | 0.026
a31oi | 8 | 0.022
nand2b | 7 | 0.019
nand3 | 7 | 0.015
nor4 | 7 | 0.019
a211oi | 6 | 0.020
o21bai | 6 | 0.021
==> where the power goes <==
part           switching, W  internal [W]  total (W)
logic             0.0000510     0.0000718   0.000123
registers                 0             0          0
clock network             0             0          0
total             0.0000510     0.0000718   0.000123
==> cell families after synthesis <==
| kind of cell | share of synthesized area |
|---|---|
| fa+ha+maj | 0.223 |
| xor+xnor | 0.227 |
| buf+inv | 0.0280 |
| compound gates | 0.274 |
| simple gates | 0.243 |
| mux | 0.00494 |
==> routing by layer <==
layer	global-route usage	share of wire	up-vias
met2	0.317	0.46	83
met3	0.0234	0.069	0
met1	0.241	0.48	1168
met5	0	0	-
met4	0	0	0
li1	-	-	1403
==> worst min-delay path, delay by kind of cell <==
kind       cells  cell delay, ns
buf+inv        2            0.92
fa+ha+maj      1            0.12
==> worst max path at each step <==
| stage | cells after the start | start | slack, ns | to |
|---|---|---|---|---|
| after CTS | 15 | i_busb[5] | 9.00 | o_busr[29] |
| final | 15 | i_busb[5] | 8.97 | o_busr[29] |
| after global routing | 15 | i_busb[5] | 8.37 | o_busr[29] |
==> per-stage QoR <==
step                area (um^2)  instances  hold WS (ns)  utilization  power [W]
detailed placement         3360        519         10.32        0.461   0.000123
global placement           3360        519         10.31        0.461   0.000123
CTS                        3360        519         10.33        0.461   0.000124
finish                     3360        519         10.33        0.461   0.000123
global route               3360        519         10.36        0.461   0.000137
floorplan                  2280        327          9.35            -  0.0000608
Power and IR drop assume default switching activity.
