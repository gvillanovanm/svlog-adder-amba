### /design/flow/design.v
package amba_axi4_lite_types_pkg;
    typedef enum logic [1:0] {
        AXI4_RESP_L_OKAY,
        AXI4_RESP_L_EXOKAY,  
        AXI4_RESP_L_SLVERR,
        AXI4_RESP_L_DECERR
    } axi4_resp_el;
    typedef enum bit [1:0] {
        AXI4_RESP_B_OKAY,
        AXI4_RESP_B_EXOKAY,  
        AXI4_RESP_B_SLVERR,
        AXI4_RESP_B_DECERR
    } axi4_resp_eb;
    typedef struct packed {
        logic instruction;
        logic non_secure;
        logic privileged;
    } axi4_prot_typel;	
    typedef struct packed {
        bit instruction;
        bit non_secure;
        bit privileged;
    } axi4_prot_typeb;
endpackage
module control (
	input logic ACLK,
	input logic ARSTn,
	input logic i_start,
	input logic i_ip,
	output logic o_is_busy,
	output logic o_op,
	output logic o_en_ctrl_write,
	output logic o_rst_start,
	output logic o_result_is_done
);
typedef enum logic [1:0] {
	wait_start_bit,
	execute,
	wr_register,
	done
} STATE_E;
STATE_E STATE;
assign o_op = i_ip;
always_ff @(posedge ACLK) begin
	if(!ARSTn) begin
        o_is_busy  <= 0;
		o_en_ctrl_write <= 0;
		o_rst_start <= 0;
		o_result_is_done <= 0;
        STATE <= wait_start_bit;
	end 
	else begin
		case(STATE)
			wait_start_bit: begin
				o_is_busy <= 0;  
				o_en_ctrl_write <= 0;
				o_rst_start <= 0;
				o_result_is_done <= 0;
				if(i_start) begin
 					o_is_busy <= 1;  
					STATE <= execute;
				end
			end
			execute: begin
				o_is_busy <= 1;  
				o_en_ctrl_write <= 1;
				o_rst_start <= 0;
				o_result_is_done <= 0;
				STATE <= wr_register;
			end
			wr_register: begin
				o_is_busy <= 1;  
				o_en_ctrl_write <= 0;
				o_rst_start <= 1;
				o_result_is_done <= 0;
				STATE <= done;
			end
			done: begin
				o_is_busy <= 1;  
				o_en_ctrl_write <= 0;
				o_rst_start <= 0;
				o_result_is_done <= 1;
				STATE <= wait_start_bit;
			end
		endcase 
	end
end
endmodule
### /design/flow/run.sh
#!/bin/bash
# OpenROAD 26Q1-2900-gdf79404cd8, Yosys 0.63+post, stock flow scripts
make -C /OpenROAD-flow-scripts/flow DESIGN_CONFIG=/design/flow/config.mk WORK_HOME=/design/flow/orfs finish
### /design/flow/config.mk
export PLATFORM = sky130hd
export DESIGN_NAME = control
export DESIGN_NICKNAME = control
export VERILOG_FILES = /design/flow/design.v
export SDC_FILE = /design/flow/constraint.sdc
export NUM_CORES = 4
export LEC_CHECK = 1
export CORE_AREA = 10 10 70 70
export DIE_AREA = 0 0 80 80
### /design/flow/constraint.sdc
current_design control

set clk_period 1.9
set clk_io_pct 0.2

create_clock -name clk0 -period $clk_period [get_ports {ACLK}]

set non_clock_inputs [all_inputs -no_clocks]
set_input_delay [expr $clk_period * $clk_io_pct] -clock clk0 $non_clock_inputs
set_output_delay [expr $clk_period * $clk_io_pct] -clock clk0 [all_outputs]
==> summary.txt <==
run results: GPL Wtd Cong=between 0.6 and 0.7, layout cells sized above 1=29.6%, run status=finished clean, worst reg2reg path depth=1, M1 GR Usage=1.95%, worst setup margin=0.506 ns, # diodes=0, slowest cell on the critical path=clkdlybuf4s50_1, TritonCTS clock tree=built, Worst path top cell family by delay=buffers and inverters, critical path required time=roughly 1.5 ns, DRC marker count from the first detailed-route iteration=1, Crit Reg-Reg Endpoint=o_is_busy, Clock Sinks=8, worst hold path class=register to register, final hold vios=0, most numerous logic cells after layout=8 x dfxtp_1, 6 x clkdlybuf4s50_1, 3 x and2_2, 3 x clkbuf_4, 2 x nor2_1, Comb power frac=6.5%, Post-CTS Resized=0, number of OpenROAD warnings=25, busiest grt layer=met1, Wirelength per Cell=approximately 5.9 um, chip area=between 0.006 and 0.007 mm^2, Mapped Area=240 um^2, FP Rows=21, f_max=between 700 and 800 MHz, I/O pin count=9, initial antenna violation count=0, Final period util=73.4%, worst-case clock buffer depth=2, final setup TNS=0 ns, worst setup path startpoint=o_is_busy, CTS Hold Buffers Added=0, final WL=about 430 um, Worst R2R Setup Slack=1.00 ns, RSZ-0062 raised after global routing=false, CTS clock-pin slew for the worst setup and hold paths=0.05 ns, Init Core Util=7.03%, CP startpoint kind=register, Latency at later pin=0.25 ns, die width=80 um, worst-path cell chain=clkdlybuf4s50_1, pre-CTS setup slack=0.402 ns, Finish-stage setup viols=0, Rel. slew slack=86.5%, Worst Hold Launch=STATE[1], P&R area growth vs syn=55.2%, Via Count=around 160, sw frac=18.6%, Worst Skew=0.00147 ns, Sequential Power Share=55.6%, Post-synth regs=8, Detail Route Antenna Nets=0, drt drc=0, clock share of power=between 30% and 40%, total setup buffers inserted after CTS=0, first-pass GRT wire length=~740 um, LEAKAGE=0.138 nW, Chip Area, Yosys=240 um^2, drt first pass iters=2, pin count of the biggest net entering global routing=8, worst reg2reg startpoint=STATE[1], Worst Path Arrival=1.01 ns, DP Wirelength=348 um, Crit Path Class=register to primary output, Worst path depth=1, Inserted Clock Buffers=3, distinct lib cells=9, Die Ht=80 um, delay of the slowest critical-path stage=about 0.46 ns, Max-cap violations=0, Int Power=0.264 mW, Avg Cell Area, Syn=12.6 um^2, min Tclk post-route=around 1.4 ns, All-Layer GR Usage=1.53%, Peak VDD IR=0.000174 V, met2 Use GR=approximately 1.5%, critical path buffer and inverter count=1, Vias/cell=2.19, power per cell area=~870 mW/mm^2, Critical Path End Type=primary output, H-tree levels=1, cell count after synthesis=19, met3 Resource Use GR=1.93%, core area=0.00342 mm^2, ys cells=19, switching pwr=about 0.06 mW, Hold Path End=o_en_ctrl_write, sequential area share after synthesis=66.7%, Top cell excl fill/tap=dfxtp_1, Final Max Tran Viols=0, Synth warnings=1, worst-path fanout max=1, grt ovf=0, IO Port Bufs=6, vias in the first global route=160, Worst-Margin Slew=about 0.20 ns, WHS Path Cells=1, CTS root buf=clkbuf_4
## power by group through the flow
stage | Combinational [mW] | Sequential, mW | Clock, mW
CTS | 0.0217 | 0.181 | 0.127
finish | 0.0211 | 0.180 | 0.123
global route | 0.0239 | 0.182 | 0.142
## cell families after synthesis
group                  after synthesis  synth area share (%)
buffers and inverters                1                  3.13
DFF                                  8                  66.7
and+or+nand+nor                      9                  25.0
AOI/OAI and AO/OA                    1                  5.21
## routing by layer
| metal | vias up | wire [um] | share of wire (%) |
|---|---|---|---|
| li1 | 79 | - | - |
| met1 | 72 | 192 | 44 |
| met2 | 9 | 133 | 31 |
| met3 | 0 | 106 | 25 |
| met4 | 0 | 0 | 0 |
| met5 | - | 0 | 0 |
## registers in the layout, indices dropped and copies added, names as in the netlist
name / count
o_en_ctrl_write: 1
o_rst_start: 1
o_result_is_done: 1
STATE: 4
o_is_busy: 1
## Yosys cell counts (all sizes together)
cell type | number | area, um^2
dfxtp | 8 | 160
and2 | 3 | 22.5
nor2 | 2 | 7.51
and3 | 1 | 7.51
buf | 1 | 7.51
nand2b | 1 | 6.26
nand3b | 1 | 7.51
o41a | 1 | 12.5
or3b | 1 | 8.76
## metrics by stage
| step | power [mW] | area, um^2 | instances | utilization [%] | hold slack [ns] |
|---|---|---|---|---|---|
| floorplan | 0.190 | 240 | 19 | - | 0.405 |
| global placement | 0.205 | 350 | 70 | 10.3 | 0.430 |
| detailed placement | 0.206 | 350 | 70 | 10.3 | 0.429 |
| CTS | 0.330 | 373 | 73 | 10.9 | 0.436 |
| global route | 0.347 | 373 | 73 | 10.9 | 0.464 |
| finish | 0.325 | 373 | 73 | 10.9 | 0.433 |
## final cells by class
cell class / count / area (um^2)
Tap cell: 46 / 57.6
Fill cell: 399 / 3040
Multi-Input combinational cell: 10 / 72.6
Sequential cell: 8 / 160
Clock buffer: 3 / 22.5
Timing Repair Buffer: 6 / 60.1
## how the worst max path moves through the flow
stage | to | slack, ns
4_1_cts | o_is_busy | 0.47
5_1_grt | o_is_busy | 0.43
6_report | o_is_busy | 0.51
No activity file was given, so power comes from the tool's default toggle rates.
